==> run.sh <==
#!/bin/bash
# OpenROAD 26Q1-2900-gdf79404cd8, Yosys 0.63+post, stock flow scripts
make -C /OpenROAD-flow-scripts/flow DESIGN_CONFIG=/design/flow/config.mk WORK_HOME=/design/flow/orfs finish
==> design.v <==
`timescale 1ns/1ps
module axi_master 
     (
     input                          aclk                ,  
     input                          aresetn             ,  
     input                          awready             ,
     output reg                     awvalid             ,
     output reg  [4-1:0]    awid                , 
     output reg [32-1:0]   awaddr              , 
     output reg [8-1:0]    awlen               , 
     output reg [3-1:0]   awsize              , 
     output reg [2-1:0]  awburst             , 
     output wire                    awlock              , 
     output wire [4-1:0] awcache             ,
     output wire [3-1:0]  awprot              ,
     output wire [4-1:0]   awqos               ,
     input                          wready              ,
     output reg                     wvalid              ,
     output reg [256-1:0]   wdata               ,
     output reg[(256/8)-1:0]wstrb               ,
     output reg                     wlast               ,
     input [4-1:0]          bid                 , 
     input [2-1:0]        bresp               , 
     input                          bvalid              ,
     output reg                     bready              ,
     input                          arready             ,
     output reg                     arvalid             ,
     output reg [4-1:0]     arid                , 
     output reg [32-1:0]   araddr              ,
     output reg [8-1:0]    arlen               ,
     output reg [3-1:0]   arsize              ,
     output reg [2-1:0]  arburst             ,
     output wire                    arlock              ,
     output wire [4-1:0] arcache             ,
     output wire [3-1:0]  arprot              ,
     output wire [4-1:0]   arqos               ,
     input [4-1:0]          rid                 , 
     input [256-1:0]        rdata               ,
     input [2-1:0]        rresp               , 
     input                          rlast               ,
     input                          rvalid              ,
     output reg                     rready              ,
     input                          transfer            ,  
     input                          write_en            ,  
     input                          read_en             ,  
     input [32-1:0]        write_addr          ,  
     input [32-1:0]        read_addr           ,  
     input [4-1:0]          write_id            ,
     input [8-1:0]         write_len           ,  
     input [3-1:0]        write_size          ,  
     input [2-1:0]       write_burst         ,
     input [256-1:0]        write_data          ,
     input [(256/8)-1:0]    write_strb          ,
     output reg [4-1:0]     write_resp_id       ,
     output reg [4-1:0]     read_resp_id        ,
     output reg [256-1:0]   read_data_out       ,
     output reg                     read_data_out_valid ,
     output reg [2-1:0]   wr_error            ,
     output reg [2-1:0]   rd_error            ,
     input [4-1:0]          read_id             ,
     input [8-1:0]         read_len            ,
     input [3-1:0]        read_size           ,
     input [2-1:0]       read_burst         );
     localparam WR_IDLE = 2'b00;  
     localparam WR_ADDR = 2'b01;  
     localparam WR_DATA = 2'b10;  
     localparam WR_RESP = 2'b11;  
     localparam RD_IDLE = 2'b00;   
     localparam RD_ADDR = 2'b01;  
     localparam RD_DATA = 2'b10;  
     reg [1:0] wr_present_state;
     reg [1:0] wr_next_state;
     reg [1:0] rd_present_state;
     reg [1:0] rd_next_state;
     reg [8-1:0] wdata_sent;
     assign awlock  = 1'b0;                        
     assign awcache = {4{1'b0}};        
     assign awprot  = {3{1'b0}};         
     assign awqos   = {4{1'b0}};          
     assign arlock  = 1'b0;                        
     assign arcache = {4{1'b0}};        
     assign arprot  = {3{1'b0}};         
     assign arqos   = {4{1'b0}};          
     always@(posedge aclk or negedge aresetn)
        begin
           if(!aresetn)
              begin
                 wr_present_state <= WR_IDLE;
              end
           else
              begin
                 wr_present_state <= wr_next_state;
              end
        end
     always@(posedge aclk or negedge aresetn)
        begin
           if(!aresetn)
              begin
                 rd_present_state <= RD_IDLE;
              end
           else
              begin
                 rd_present_state <= rd_next_state;
              end
        end
     always@(*)
        begin
           case(wr_present_state)
           WR_IDLE:  begin
                           awaddr     = {32{1'b0}};
                           awid       = {4{1'b0}};
                           awlen      = {8{1'b0}};
                           awsize     = {3{1'b0}};
                           awburst    = {2{1'b0}};
                           write_resp_id = {4{1'b0}};
                           wr_error   = {2{1'b0}};
                           wdata_sent = {8{1'b0}};
                           if(transfer && write_en)
                              begin
                                 wr_next_state = WR_ADDR ;
                                 awvalid    = 1'b1;
                              end
                           else
                              begin
                                 wr_next_state = WR_IDLE ;
                                 awvalid    = 1'b0;
                              end
                     end
           WR_ADDR:  begin
                           awaddr  = write_addr  ;
                           awid    = write_id    ;
                           awlen   = write_len   ;
                           awsize  = write_size  ;
                           awburst = write_burst ;
                           wdata_sent = {8{1'b0}};
                           write_resp_id = {4{1'b0}};
                           if(awvalid && awready)
                              begin
                                 wr_next_state = WR_DATA ;
                                 wvalid     = 1'b1; 
                              end
                           else
                              begin
                                 wr_next_state = WR_ADDR ;
                                 awvalid    = awvalid ;
                                 wvalid     = 1'b0;
                              end
                     end
           WR_DATA:  begin
                           write_resp_id = {4{1'b0}}; 
                           if(wdata_sent < awlen)
                              begin
                                 wdata = write_data;
                                 wstrb = write_strb;
                                 wlast = 1'b0;
                                 if(wvalid && wready)
                                    begin
                                       wr_next_state = WR_DATA;
                                       wdata_sent = wdata_sent + 1'b1;
                                    end
                                 else
                                    begin
                                       wr_next_state = WR_DATA;
                                       wdata_sent = wdata_sent;
                                    end
                              end
                           else if(wdata_sent == awlen)
                              begin
                                 wdata = write_data;
                                 wstrb = write_strb;
                                 wlast = 1'b1;
                                 if(wvalid && wready)
                                    begin
                                       wr_next_state = WR_RESP;
                                       wdata_sent = {8{1'b0}};
                                       wvalid = 1'b0;
                                       bready = 1'b1;
                                    end
                                 else
                                    begin
                                       wr_next_state = WR_DATA;
                                       wdata_sent = wdata_sent;
                                       wvalid = wvalid;
                                       bready = 1'b0;
                                    end
                              end
                     end
           WR_RESP:  begin
                           if(bvalid && bready)
                              begin
                                 wr_next_state = WR_IDLE;
                                 bready = 1'b0;
                                 write_resp_id = bid;
                                 wr_error  = bresp;
                              end
                           else
                              begin
                                 wr_next_state = WR_RESP ;
                                 bready = bready;
                                 write_resp_id = {4{1'b0}};
                                 wr_error  = {2{1'b0}};
                              end
                        end 
           default:     begin
                           wr_next_state = WR_IDLE;
                        end
           endcase
        end
     always@(*)
        begin
           case(rd_present_state)
           RD_IDLE:  begin
                           araddr     = {32{1'b0}};
                           arid       = {4{1'b0}};
                           arlen      = {8{1'b0}};
                           arsize     = {3{1'b0}};
                           arburst    = {2{1'b0}};
                           read_resp_id = {4{1'b0}};
                           rd_error   = {2{1'b0}};
                           if(transfer && read_en)
                              begin
                                 rd_next_state = RD_ADDR ;
                                 arvalid    = 1'b1;
                              end
                           else
                              begin
                                 rd_next_state = RD_IDLE ;
                                 arvalid    = 1'b0;
                              end
                     end
          RD_ADDR:   begin
                           araddr  = read_addr  ;
                           arid    = read_id    ;
                           arlen   = read_len   ;
                           arsize  = read_size  ;
                           arburst = read_burst ;
                           read_resp_id = {4{1'b0}};
                           read_data_out ={256{1'b0}};
                           read_data_out_valid = 1'b0;
                           if(arvalid && arready)
                              begin
                                 rd_next_state = RD_DATA ;
                                 arvalid = 1'b0;
                                 rready  = 1'b1;
                              end
                           else
                              begin
                                 rd_next_state = RD_ADDR ;
                                 arvalid = arvalid;
                                 rready  = 1'b0;
                              end
                        end
           RD_DATA:   begin
                           if(rvalid && rready)
                              begin
                                 if(rresp == 2'b00)
                                    begin
                                       rd_error = {2{1'b0}};
                                       if(rlast == 1'b1)
                                          begin
                                             rd_next_state = RD_IDLE;
                                             read_data_out = rdata;
                                             read_data_out_valid = 1'b1;
                                             read_resp_id = rid;
                                             rready = 1'b0;
                                          end
                                       else
                                          begin
                                             rd_next_state = RD_DATA;
                                             read_data_out = rdata;
                                             read_data_out_valid = 1'b1;
                                             read_resp_id = rid;
                                             rready = rready;
                                          end
                                    end
                                 else
                                    begin
                                       rd_next_state = RD_IDLE;
                                       read_data_out = {256{1'b0}};
                                       read_data_out_valid = 1'b0;
                                       read_resp_id = {4{1'b0}};
                                       rready = 1'b0;
                                       rd_error = rresp;
                                    end
                              end
                           else
                              begin
                                 rd_next_state = RD_DATA ;
                                 rready = rready;
                                 read_data_out = {256{1'b0}};
                                 read_data_out_valid = 1'b0;
                                 read_resp_id = {4{1'b0}};
                                 rd_error = {2{1'b0}};
                              end 
                        end
           default:     begin
                           rd_next_state = RD_IDLE;
                        end
           endcase
        end
endmodule
==> config.mk <==
export PLATFORM = sky130hd
export DESIGN_NAME = axi_master
export DESIGN_NICKNAME = axi_master
export VERILOG_FILES = /design/flow/design.v
export SDC_FILE = /design/flow/constraint.sdc
export NUM_CORES = 4
export LEC_CHECK = 1
export CORE_AREA = 10 10 517 517
export DIE_AREA = 0 0 527 527
==> constraint.sdc <==
current_design axi_master

set clk_period 1.8
set clk_io_pct 0.2

create_clock -name clk0 -period $clk_period [get_ports {aclk}]

set non_clock_inputs [all_inputs -no_clocks]
set_input_delay [expr $clk_period * $clk_io_pct] -clock clk0 $non_clock_inputs
set_output_delay [expr $clk_period * $clk_io_pct] -clock clk0 [all_outputs]
==> run summary <==
Implementation results.

The library cell used as clock root buffer is sky130_fd_sc_hd__clkbuf_16. The largest net degree at the start of global routing is 140. The mean cell area of the mapped netlist is 11.1 um^2. The maximum clock skew at final layout is about 0.000058 ns. The synthesized netlist occupies a cell area of 13500 um^2. The instance count of the mapped netlist is ~1200. At the floorplan stage, the core utilization is reported as 0.0527.

Counting tap cells, the placed design contains a total of 5901 instances. The worst-path maximum fanout is 6. The insertion delay at the late pin of the worst-skew pair is 0.25 ns.

Compared with the post-synthesis result, the final layout area differs by 131%. The number of antenna violations at the first check in global routing is 311. After synthesis, the cell types taking the most area are sky130_fd_sc_hd__dlxtn_1, sky130_fd_sc_hd__and2_1, sky130_fd_sc_hd__buf_4.

The sum of overflow across all layers after global routing is 0. Measured along the y axis, the die boundary spans 527 um. Endpoints with negative setup slack in the final report add up to 0. The run finished with clean final reports. The depth of the most critical reg-to-reg path is 2. The script parses the final routing iteration and logs DRC violations as 0.

The timer found about 670 register pins that no clock reaches; their paths are not timed. The post-route non-filler standard cell count is 5947. After clock tree synthesis, the clock-pin slew on the worst setup and hold paths is 0.04 ns. Summing over the stages, the warning tally comes to 33. The final weighted congestion recorded by global placement is about 0.9. The transition time of the tightest slew-check pin is roughly 0.84 ns. The register bit count reported by yosys is 672.

The cell taking the most area after synthesis is sky130_fd_sc_hd__dlxtn_1. The library cell used most frequently in the layout, excluding fill and tap cells, is sky130_fd_sc_hd__clkdlybuf4s50_1. CTS built an H-tree with a depth of 1. The portion of the clock cycle consumed by the worst path in the final layout is 0.967. The HPWL after detailed placement is 200000 um.

The async set or reset register ratio after synthesis is 0.00744. The leading register cell type out of synthesis is sky130_fd_sc_hd__dlxtn_1. The final report gives the standard cell area, fillers excluded, as about 31000 um^2. The number of placement rows is 186. The reported max-cap violation count is 0. The number of endpoints with negative hold slack in the final report is 0. The wire length of the first global-routing pass is 245000 um.

The remaining antenna violation count is 0. The number of global-route vias before repair came to 14800. Per the OpenROAD power report, leakage power amounts to 11.9 nW. The utilization after layout is 0.121. The number of detailed-route iterations in the first pass is 5.

Hold timing on the final database bottoms out at a slack of 0.420 ns. The total CTS buffers is 3. Counting pins that exceed their max-slew limit in the final report gives 0.

The count of endpoints without a timing constraint is 1326. The worst endpoint required time is 1.44 ns. The fraction of post-synthesis cell area in the top cell type by area is 0.741. The area of the die is 278000 um^2.

Setup repair after global routing left no endpoint under its margin. The number of vias per cell after detailed routing is approximately 2.5. The flow reported a cell area power density of about 77 nW/um^2.

Pin placement for this block handled 1350 I/O pins. STA classifies the critical path startpoint as a flip-flop. Per the synthesis report, the number of distinct cell types is 37. The global router's overall resource usage is 0.148.

VDD sags by at most 202 uV. The kind of path behind the tightest hold check is primary input to async pin. Measured along the x axis, the die boundary spans ~530 um. The number of warnings issued by yosys is 29. Hold repair after CTS inserted 0 buffers. The TritonCTS clock tree is yes. The sum of routed wire length over all layers is 211000 um.

The layout cell share with drive strength beyond 1 is 0.0175. According to the floorplan report, the placeable core area is about 260000 um^2. STA classifies the critical path endpoint as a primary output. After layout, the minimum clock period comes to 1.74 ns.

In this run the cell area measured after placement is slightly above 30000 um^2. The data arrival time at the worst-slack endpoint is 1.38 ns. The area reported by Yosys stat is 13500 um^2.

The routed wirelength normalized by instance count is about 36 um. The classification of the worst setup path is flip-flop to primary output. The maximum buffer depth of the clock tree is 2. The violation tally from detailed-route iteration zero is approximately 490. The placement report lists the number of port buffers as about 1300. The total vias in the final route is 14800. The number of cell instances after yosys synthesis is 1213. The post-synth count of flops with an enable pin is 0. Across all checked pins, the minimum headroom to the slew limit is 0.443. The fmax is ~570 MHz. Per the cell usage report, the commonest logic cells after layout are sky130_fd_sc_hd__clkdlybuf4s50_1, sky130_fd_sc_hd__dlxtn_1, sky130_fd_sc_hd__and2_1.
critical path, cell delays in order (launching register included):
cell and delay (ns):
sky130_fd_sc_hd__dfrtp_1 0.35, sky130_fd_sc_hd__ha_2 0.18, sky130_fd_sc_hd__and3_4 0.21, sky130_fd_sc_hd__and2_4 0.22, sky130_fd_sc_hd__buf_8 0.14
final timing paths:
check                                      end  slack [ns]                start
setup / recovery              write_resp_id[1]        0.06  wr_present_state[1]
hold / removal             wr_present_state[0]        0.42              aresetn
setup reg to reg           rd_present_state[0]        0.82  rd_present_state[1]
hold reg to reg            rd_present_state[2]        0.53  rd_present_state[2]
max in group asynchronous  rd_present_state[0]        1.13              aresetn
min in group clk0          rd_present_state[2]        0.53  rd_present_state[2]
Yosys cell counts (5+ instances only):
cell                       number
sky130_fd_sc_hd__clkbuf_2      19
sky130_fd_sc_hd__ha_1          14
sky130_fd_sc_hd__nor2_1        12
sky130_fd_sc_hd__inv_1         15
sky130_fd_sc_hd__nor3_1        11
sky130_fd_sc_hd__dlxtn_1      666
sky130_fd_sc_hd__and2_1       365
sky130_fd_sc_hd__clkbuf_1      19
sky130_fd_sc_hd__o21ai_0        7
sky130_fd_sc_hd__buf_4         24
sky130_fd_sc_hd__a21oi_1        5
sky130_fd_sc_hd__nand2_1       12
layout make-up:
class / instances / area [um^2]
Fill cell: 29000 / 225000
Timing Repair Buffer: 1344 / 13400
Sequential cell: 672 / 10100
Tap cell: 3384 / 4230
Multi-Input combinational cell: 483 / 3050
Antenna cell: 44 / 110
Clock buffer: 4 / 78.8
Inverter: 16 / 60.1
sequential cells by signal, indices dropped and copies added, names as in the netlist, 8 cells and up:
register	cells
read_data_out	256
arlen	8
awaddr	32
wstrb	32
wdata_sent	8
awlen	8
wdata	256
araddr	32
stage by stage:
stage	power [mW]	setup slack [ns]	setup TNS (ns)
finish	2.38	0.0592	0
global route	2.50	0.0317	0
CTS	2.43	0.0440	0
detailed placement	1.96	-0.125	-0.484
global placement	1.96	-0.108	-0.428
floorplan	0.319	0.460	0
logic make-up (layout without fill, tap and decap cells):
logic type	count (synthesis)	count (layout)	synth area share
and+or+nand+nor	416	416	0.188
latches	667	667	0.742
DFF	5	5	0.00937
buffers and inverters	81	1364	0.0322
other	1	68	0.000278
adders and majority gates	14	14	0.0130
xor gates and xnor gates	6	6	0.00389
AOI/OAI and AO/OA	23	23	0.0111
routing by layer:
layer	global-route usage	wire [um]	share of wire
met1	0.152	71200	0.34
met2	0.249	99900	0.47
met3	0.110	34700	0.16
met4	0.0184	4450	0.021
met5	0	883	0.0042
what timing repair did:
action,CTS,global route
setup endpoints to repair,4,0
resized,15,0
buffers inserted,2,0
where the power goes:
group          internal [mW]  switching [mW]  leakage (nW)  total (mW)
sequential             0.248          0.0175          5.28       0.266
combinational           1.34           0.350          6.58        1.69
clock                  0.299           0.130        0.0384       0.428
Power is estimated from default activity; no workload was simulated.
