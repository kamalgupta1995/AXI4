==> /design/flow/design.v <==
`timescale 1ns/1ps
module axi_fifo #(
    parameter WIDTH     = 32,
    parameter DEPTH     = 16,
    parameter PTR_WIDTH = 4    
)(
    input  logic             clk,
    input  logic             resetn, 
    input  logic             push,
    input  logic [WIDTH-1:0] fifo_wdata,
    input  logic             pop,
    output wire  [WIDTH-1:0] fifo_rdata,
    output wire              fifo_full,
    output wire              fifo_empty
);
logic [WIDTH-1:0]   mem [DEPTH-1:0];
logic [PTR_WIDTH:0] wptr;
logic [PTR_WIDTH:0] rptr;
wire [PTR_WIDTH:0] fill_level;
always @(posedge clk) begin
    if (push && (!fifo_full)) begin
        mem[wptr[PTR_WIDTH-1:0]] <= fifo_wdata;
    end
end
always @(posedge clk or negedge resetn) begin
    if (!resetn) begin
        wptr <= {PTR_WIDTH+1{1'b0}};
    end else if (push && (!fifo_full)) begin
        wptr <= wptr + {{(PTR_WIDTH){1'b0}}, 1'b1};
    end
end
always @(posedge clk or negedge resetn) begin
    if (!resetn) begin
        rptr <= {PTR_WIDTH+1{1'b0}};
    end else if (pop && (!fifo_empty)) begin
        rptr <= rptr + {{(PTR_WIDTH){1'b0}}, 1'b1};
    end
end
assign wrap = wptr[PTR_WIDTH] ^ rptr[PTR_WIDTH];
assign fill_level = {wrap, wptr[PTR_WIDTH-1:0]} - {1'b0, rptr[PTR_WIDTH-1:0]};
assign fifo_full = (fill_level == DEPTH);
assign fifo_empty = (fill_level == {PTR_WIDTH+1{1'b0}});
assign fifo_rdata = mem[rptr[PTR_WIDTH-1:0]];
endmodule
==> /design/flow/run.sh <==
#!/bin/bash
# OpenROAD 26Q1-2900-gdf79404cd8, Yosys 0.63+post, stock flow scripts
make -C /OpenROAD-flow-scripts/flow DESIGN_CONFIG=/design/flow/config.mk WORK_HOME=/design/flow/orfs finish
==> /design/flow/config.mk <==
export PLATFORM = sky130hd
export DESIGN_NAME = axi_fifo
export DESIGN_NICKNAME = axi_fifo
export VERILOG_FILES = /design/flow/design.v
export SDC_FILE = /design/flow/constraint.sdc
export NUM_CORES = 4
export LEC_CHECK = 1
export CORE_UTILIZATION = 50
==> /design/flow/constraint.sdc <==
current_design axi_fifo

set clk_period 13.3
set clk_io_pct 0.2

create_clock -name clk0 -period $clk_period [get_ports {clk}]

set non_clock_inputs [all_inputs -no_clocks]
set_input_delay [expr $clk_period * $clk_io_pct] -clock clk0 $non_clock_inputs
set_output_delay [expr $clk_period * $clk_io_pct] -clock clk0 [all_outputs]
==> impl_metrics.tcl <==
# metrics dict for downstream scripts
set metrics [dict create \
    status "finished, final reports clean" \
    clk_latency_ns 0.58 \
    fp-utilization 0.5128 \
    core_sq_mm 0.03910 \
    hold_class "reg -> reg" \
    grt_pass1_vias 10067 \
    final_cell_area_sq_mm 0.02296 \
    cts_num_sinks 522 \
    dieArea_sq_mm 0.04090 \
    slowest_delay_ns 0.94 \
    synth_flops 522 \
    swShare 0.2689 \
    setup_viol 0 \
    cts_resized 0 \
    period_used_share 0.5304 \
    tightestPinTransition_ns 0.8861 \
    cp_max_fo 40 \
    syn_area_sq_mm 0.02005 \
    n_antenna_cell 0 \
    routed_via_density 5.990 \
    tool_warnings 28 \
    cp_top_family "buffers and inverters" \
    grt_setup_unrepaired "no" \
    fin_crit_ns 7.055 \
    synth-area-yosys_sq_mm 0.02005 \
    path_buffers 3 \
    worstPathCellList "buf_4 -> buf_4 -> mux4_2 -> mux4_2 -> clkdlybuf4s50_1" \
    slew_headroom 0.4093 \
    power.leakage_nw 7.155 \
    grt_pass1_wl_um 61140 \
    hold_buffers 0 \
    die_width_um 202.2 \
    grt.total_usage 0.2365 \
    layout_top_cells "edfxtp_1, mux4_2, clkdlybuf4s50_1, clkbuf_16, buf_4" \
    post_drt_wl_per_cell_um 27.90 \
    cts_tree "yes" \
    postRouteWirelength_um 40730 \
    die_height_um 202.2 \
    grt_max_degree 58 \
    skew_ns 0.009917 \
    routabilityCongestion 0.8079 \
    worstPathArrival_ns 4.39 \
    drive_gt1_frac 0.2856 \
    place.port_buffers 69 \
    vias 8746 \
    criticalPathCategory "reg -> out" \
    fmax_mhz 141.7 \
    grt-ovfl-total 0 \
    required_ns 10.64 \
    finalSetupTns_ns 0 \
    yosysWarnings 2 \
    switching_power_mw 1.314 \
    clkTransAtPathRegs_ns 0.06 \
    rows 72 \
    dp_hpwl_um 20040 \
    antenna_found_initial 1 \
    syn_to_final_growth_pct 14.50 \
    placed_area_sq_mm 0.02140 \
    end_kind "output port" \
    cts-root-buf "clkbuf_16" \
    netlist_instances 798 \
    p_clk_frac 0.275 \
    yosys_cells 798 \
    ys_seq_frac 0.7793 \
    cts_made_buffers 52 \
    p_comb_frac 0.296 \
    fillerInstances 2674 \
    ir_drop_mv 0.1773 \
    drc 0 \
    drt-initial-drc-count 486 \
    yosysUniqueCellTypes 37 \
    drt_first_pass_iters 4 \
    placedCellCount 1369 \
    hold_viol 0 \
    seqPwrFrac 0.429 \
    antenna_left 0 \
    finalNonFillerCells 1460 \
    postSynthAreaPerCell_sq_um 25.12 \
    setup.worst_path.start_class "register" \
    h-tree-depth 2 \
    io_pins 70 \
    finalMaxSlewViolations 0 \
    lay_top_count "edfxtp_1" \
    p_int_mw 3.574 \
    maxCapViolCount 0 \
    postCtsSetupBuffers 0 \
    powerDensity_mw_per_mm2 213.0 \
    slowest_stage "dfrtp_4" \
    clock_path_buffers 3 \
]
[state kept, by name, indices dropped and copies added (netlist names)]
name,flops
wptr,5
rptr,5
mem,512
[worst paths after layout]
kind / start / endpoint / slack, ns / depth (start not counted)
setup reg to reg: rptr[3] / mem[6][14] / 9.41 / 8
hold reg to reg: rptr[4] / rptr[4] / 0.53 / 1
setup / recovery: rptr[0] / fifo_rdata[12] / 6.25 / 5
min in group asynchronous: resetn / rptr[4] / 2.41 / 1
max in group asynchronous: resetn / rptr[0] / 10.53 / 1
hold / removal: rptr[4] / rptr[4] / 0.53 / 1
[Yosys cell counts]
master    number  area (sq um)
nand3_1        5         25.02
or2_1          1         6.260
a21oi_1        2         10.01
nor3_1         1         5.000
and2_1         8         50.05
a21o_1         1         7.510
inv_1          7         26.28
xnor2_2        1         16.27
o211ai_1       1         7.510
o22ai_2        1         12.51
buf_2          8         40.04
xor2_1         3         26.28
nor4b_1        1         8.760
clkbuf_1      12         45.04
buf_1          8         30.03
nand2_1        3         11.26
ha_1           9         112.6
a211oi_2       1         12.51
dfrtp_1       10         250.2
o211a_1        1         10.01
mux4_2       160          3603
nand4_1        1         6.260
xnor2_1        8         70.07
o41ai_4        1         27.53
mux2_1         1         11.26
nor4_1         5         31.28
edfxtp_1     512         15370
nor2b_1        1         6.260
nor2_1         5         18.77
o21ai_1        1         5.000
inv_2          1         3.750
nor3_2         1         10.01
buf_6         11         123.9
nand2b_1       2         12.51
o21ai_0        1         5.000
o41a_1         1         11.26
nor3b_1        2         15.01
[cell type report]
type | count | area (sq um) | share of cell area
sequential | 522 | 15630 | 0.6810
inverter | 8 | 30.03 | 0.001308
clock buffer | 68 | 1383 | 0.06022
clock inverter | 23 | 178.9 | 0.007794
tap | 518 | 648.1 | 0.02823
multi-input combinational | 229 | 4220 | 0.1838
timing repair buffer | 92 | 863.3 | 0.03761
[power groups by stage]
stage	clock network, mW	registers [mW]	logic [mW]
after CTS	1.38	2.10	1.48
after global routing	1.44	2.12	1.57
final	1.34	2.10	1.45
[per-stage QoR]
| stage | setup slack, ns | util | total power, mW | hold slack (ns) |
|---|---|---|---|---|
| after floorplan | 6.643 | - | 3.062 | 0.4977 |
| after global placement | 6.790 | 0.5472 | 3.560 | 0.5146 |
| after detailed placement | 6.691 | 0.5472 | 3.603 | 0.5169 |
| after CTS | 6.068 | 0.5872 | 4.960 | 0.5334 |
| after global routing | 5.864 | 0.5872 | 5.129 | 0.5618 |
| final | 6.245 | 0.5872 | 4.889 | 0.5319 |
[cells by family after synthesis]
kind of cell             share of synthesized area
AND-OR/OR-AND                             0.005429
XOR/XNOR                                  0.005617
adder cells (fa/ha/maj)                   0.005617
buffers and inverters                      0.01342
flip-flops                                  0.7793
multiplexers                                0.1803
AND/OR/NAND/NOR                            0.01030
[routing by layer]
metal | wire [um] | global-route usage | vias to the layer above
li1 | - | - | 3673
met1 | 12320 | 0.2972 | 4340
met2 | 19960 | 0.3423 | 669
met3 | 7679 | 0.1982 | 62
met4 | 746 | 0.03598 | 2
met5 | 17 | 0 | -
Power is estimated from default activity; no workload was simulated.
